$ cat run.sh
#!/bin/bash
# OpenROAD 26Q1-2900-gdf79404cd8, Yosys 0.63+post, stock flow scripts
make -C /OpenROAD-flow-scripts/flow DESIGN_CONFIG=/design/flow/config.mk WORK_HOME=/design/flow/orfs finish
$ cat config.mk
export PLATFORM = sky130hd
export DESIGN_NAME = async_fifo_top
export DESIGN_NICKNAME = async_fifo_top
export VERILOG_FILES = /design/flow/design.v
export SDC_FILE = /design/flow/constraint.sdc
export NUM_CORES = 4
export LEC_CHECK = 1
export CORE_UTILIZATION = 30
$ cat constraint.sdc
current_design async_fifo_top

set clk_period 4.6
set clk_io_pct 0.2

create_clock -name clk0 -period $clk_period [get_ports {rclk}]
create_clock -name clk1 -period $clk_period [get_ports {wclk}]

set non_clock_inputs [all_inputs -no_clocks]
set_input_delay [expr $clk_period * $clk_io_pct] -clock clk0 $non_clock_inputs
set_output_delay [expr $clk_period * $clk_io_pct] -clock clk0 [all_outputs]
$ cat design.v
module async_fifo_top #(parameter n = 4)(
        input logic wclk,
        input logic rclk,
        input logic wrst_n,
        input logic rrst_n,
        input logic [15:0] wdata,
        input logic winc,
        input logic rinc,
        output logic wfull,
        output logic rempty,
        output logic [15:0] rdata,
        output logic rvalid
            );
  logic [n-1:0] rptr, wptr;
  logic [n-1:0] wq2_rptr, rq2_wptr ;
  logic [n-2:0] waddr, raddr;
  logic  wen, ren ;
  synchronizer u_wq2_rptr (
        .clk  ( wclk ) , 
		.nrst ( wrst_n ) ,
        .d 	  ( rptr ) ,
        .q    ( wq2_rptr ) 
        );
fifo_wptr u_fifo_wptr (
        .wclk 	  ( wclk 	  ) ,
        .wrst_n   ( wrst_n   ) ,
        .winc 	  ( winc 	  ) ,
        .wfull 	  ( wfull 	  ) ,
        .wq2_rptr ( wq2_rptr ) , 
        .wptr 	  ( wptr 	  ) ,
        .waddr    ( waddr    ),
        .wen      ( wen )
    );
fifo_dp u_fifo_dp (
    .wclk 	( wclk ) ,
    .rclk   ( rclk   ) ,
    .wrst_n ( wrst_n ) ,
    .rrst_n ( rrst_n ) ,
    .wdata  ( wdata  ) ,
    .waddr  ( waddr  ) ,
    .raddr  ( raddr  ) ,
    .wen 	( wen 	 ) ,
    .ren 	( ren 	 ) ,
    .rdata  ( rdata  ) ,
    .rvalid ( rvalid ) 
    );
synchronizer u_rq2_wptr (
        .clk  ( rclk ) , 
		.nrst ( rrst_n ) ,
        .d 	  ( wptr ) ,
        .q    ( rq2_wptr ) 
        );
fifo_rptr u_fifo_rptr (
        .rclk 	  ( rclk 	  ) ,
        .rrst_n   ( rrst_n   ) ,
        .rinc 	  ( rinc 	  ) ,
        .rempty   ( rempty   ) ,
        .rq2_wptr ( rq2_wptr ) , 
        .rptr     ( rptr     ) ,
        .raddr    ( raddr    ) ,
        .ren      ( ren )
    );
endmodule            
module binary_to_gray #(parameter WIDTH=4) 
    (input logic [WIDTH-1:0] binary, 
     output logic [WIDTH-1:0] gray);
  assign gray[WIDTH-1] = binary [WIDTH-1] ;
  genvar i;    
  generate
    for(i=1;i<WIDTH;i++) begin
      assign gray[WIDTH-i-1] = binary[WIDTH-i] ^ binary[WIDTH-i-1];
    end
  endgenerate
  assign gray[WIDTH-1] = binary[WIDTH-1];
endmodule
`timescale 1ns / 1ps
module d_ff #(parameter n = 4)(
    input logic clk, nrst,
    input  logic [n-1:0]  d,
    output logic [n-1:0] q
    );
    always_ff@(posedge clk, negedge nrst)
        begin
            if(!nrst)
                begin
                    q <= 0;
                end
             else   
                begin
                    q <= d;
                end 
        end
endmodule
`timescale 1ns / 1ps
module dual_n_bit_gray_counter #(parameter n = 4)(
        input  logic clk,
        input  logic rst_n,
        input  logic inc,
        input  logic full_empty,
        output logic [n-1:0] ptr,
        output logic [n-2 : 0] addr
    );
    logic [n-1:0] bin ;
    logic [n-1:0] bnext ;
    logic [n-1:0] gnext ;
    logic [n-1:0] and_out ;
    assign and_out = inc & (!full_empty) ;
    assign bnext   = bin + and_out ;
    always @(posedge clk, negedge rst_n)
        begin
            if (!rst_n)
                bin <= 0;
            else
                bin <= bnext;    
        end
    assign addr = bin[n-2:0] ;
  binary_to_gray #(.WIDTH(n)) 
		u_b2g		( .binary ( bnext ) , 
					  .gray   ( gnext ) );
    always @(posedge clk, negedge rst_n)
        begin
            if (!rst_n)
                ptr <= 0;
            else
                ptr <= gnext;    
        end
endmodule
`timescale 1ns / 1ps
module fifo_dp(
    input logic wclk,
    input logic rclk,
    input logic wrst_n,
    input logic rrst_n,
    input logic [15:0] wdata,
    input logic [2:0] waddr,
    input logic [2:0] raddr,
    input logic wen,
    input logic ren,
    output logic [15:0] rdata,
    output logic rvalid
    );
    reg [15:0] mem [7:0] ;
    always_ff @(posedge wclk, negedge wrst_n)
        begin
            if(!wrst_n)
                begin
                    mem[0] <= 0;
                    mem[1] <= 0;
                    mem[2] <= 0;
                    mem[3] <= 0;
                    mem[4] <= 0;
                    mem[5] <= 0;
                    mem[6] <= 0;
                    mem[7] <= 0;
                end
            else if (wen)
                mem[waddr] <= wdata;    
        end
    always_ff @(posedge rclk, negedge rrst_n)
        begin
            if(!rrst_n)
                begin
                    rdata  <= 0;
                    rvalid <= 0;
                end
            else if (ren)
                begin
                    rdata  <= mem[waddr];
                    rvalid <= 1;
                end
           else              
                 begin
                    rdata  <= rdata;
                    rvalid <= 0;
                end   
        end
endmodule
module fifo_rptr #(parameter n = 4)(
        input  logic rclk,
        input  logic rrst_n,
        input  logic rinc,
        output logic rempty,
        input  logic [n-1:0] rq2_wptr, 
        output logic [n-1:0] rptr,
        output logic [n-2 : 0] raddr,
        output logic ren
    );
localparam ADDRSIZE = n-2 ;
logic rempty_val ;
logic [n-1:0] rgnext ;
assign rptr = rgnext;
assign ren = rinc * (!rempty) ;
assign rempty_val = (rgnext == rq2_wptr);
always @(posedge rclk or negedge rrst_n)
if (!rrst_n) rempty <= 1'b1;
else rempty <= rempty_val;
dual_n_bit_gray_counter u_b2g_cntr (
        .clk        ( rclk ) ,
        .rst_n      ( rrst_n ) ,
        .inc 		( rinc ) ,
        .full_empty ( rempty ) ,
        .ptr 		( rgnext ) ,
        .addr 		( raddr )
    );
endmodule
module fifo_wptr #(parameter n = 4)(
        input  logic wclk,
        input  logic wrst_n,
        input  logic winc,
        output logic wfull,
        input  logic [n-1:0] wq2_rptr, 
        output logic [n-1:0] wptr,
        output logic [n-2 : 0] waddr,
        output logic wen
    );
localparam ADDRSIZE = n-1 ;
logic wfull_val ;
logic [n-1:0] wgnext ;
assign wen = winc * (!wfull) ;
assign wptr = wgnext ;
assign wfull_val = ((wgnext[ADDRSIZE]    != wq2_rptr[ADDRSIZE] ) &&
                    (wgnext[ADDRSIZE-1]  != wq2_rptr[ADDRSIZE-1]) &&
                    (wgnext[ADDRSIZE-2:0]== wq2_rptr[ADDRSIZE-2:0]));
always @(posedge wclk or negedge wrst_n)
    if (!wrst_n) 
        wfull <= 1'b0;
    else 
        wfull <= wfull_val;
dual_n_bit_gray_counter u_b2g_cntr (
        .clk        ( wclk ) ,
        .rst_n      ( wrst_n ) ,
        .inc 		( winc ) ,
        .full_empty ( wfull ) ,
        .ptr 		( wgnext ) ,
        .addr 		( waddr )
    );
endmodule
module synchronizer #(parameter n = 4)(
        input logic clk, nrst,
        input  logic [n-1:0]  d,
        output logic [n-1:0]  q
        );
 logic  [n-1:0] s;
 d_ff u_0 (      
     .clk  ( clk  )  ,       
 	 .nrst ( nrst )  ,       
     .d    ( d    )  ,     
     .q    ( s    )     
     );     
 d_ff u_1 (     
     .clk  ( clk  )  ,      
 	 .nrst ( nrst )  ,     
     .d    ( s    )  ,     
     .q    ( q    )     
     );     
endmodule        
==> run summary <==
On the backend side, the flow ran end to end.

The routed wire length stands at 17,500 um. The initialized floorplan defines 57 standard-cell rows. The global router's overall resource usage stands at 0.146.

The worst setup path is of the in2reg kind. For the worst min-delay path, the startpoint reported by OpenROAD is u_fifo_rptr.u_b2g_cntr.ptr[0]$_DFF_PN0_. In the routed design, unresolved DRC markers number 0.

The count of placed standard cells including taps stands at just under 900. The standby leakage power stands at just under 4 nW. The post-route cell area stands at 0.00910 mm2. Between the synthesized netlist and the finished layout, the area growth was recorded as 19.6%. The number of cells in the finished layout apart from fillers stands at 930.

The fraction of power consumed by combinational cells stands at 0.335. TritonCTS built the clock tree. The total setup buffers inserted after CTS stands at 0. The number of maximum-capacitance violations recorded for the run is 0. Of all cell types, the one taking the most synthesized area is sky130_fd_sc_hd__dfrtp_1.

Setup repair after global routing left no endpoint under its margin. The post-placement cell area is between 0.008 and 0.009 mm2. The total cell area reported by yosys after synthesis stands at 0.00761 mm2.

Across all hold checks on the routed design, the worst slack comes to a little under 0.3 ns. The final antenna diode tally reported by the flow is 0. Data on the critical path is required at its endpoint by 4.80 ns.

In the post-synthesis netlist, the cell with the most instances is sky130_fd_sc_hd__dfrtp_1. The clock input transition at the sequential cells of the worst setup and hold paths stands at around 0.05 ns. In this run the vertical extent of the chip is 161 um. Per the final report, max-transition violations number 0. The post-cts gate resize count stands at 0. The actual transition at the worst max-transition pin stands at between 1 and 1.5 ns. The via count of the first global-routing pass stands at 4,788. The tightest min-delay check is of the reg2reg type. The flow ran to the end, and the final reports show no timing, DRC or antenna violations. The effective utilization at floorplan stands at 0.309. The number of standard cells after synthesis stands at 545. The cell area that synthesis handed to floorplanning was 0.00761 mm2. The proportion of layout cells with a drive suffix above 1 stands at 0.342. In this run, synthesis produced a sequential element count of 177. The floorplan step defined a die boundary enclosing 0.0260 mm2. The count of synthesis-stage warnings from yosys stands at 6. The maximum number of pins on one net before global-route repair stands at between 80 and 90. The OpenROAD warning count stands at 26. The detailed placement HPWL stands at around 10,000 um. The synthesis report gives the async set-or-reset register share as 1.00. The area fraction of the dominant cell type after synthesis stands at 0.579.

Of the synthesized area, sequential elements account for 0.582. Sorting the synthesized cells by how often they occur yields sky130_fd_sc_hd__dfrtp_1, sky130_fd_sc_hd__mux2_2, sky130_fd_sc_hd__a21oi_1, sky130_fd_sc_hd__nor2b_1, sky130_fd_sc_hd__buf_2. The first global-routing pass estimated 28,000 um of wire. STA classifies the critical path endpoint as a flop. For reference, the critical path is launched at rinc. In this run the power spent charging and discharging nets is 2.13 mW. A synthesized cell averages about 14 um2.

Checking max transition, the worst relative margin is 0.316. The number of synthesized flops with an enable pin stands at 0. The script computed the net switching share of total power as 0.306. In the routed layout, each cell is associated on average with a via count of 4.88. The hold violation count in the final report stands at 0. Per the Yosys statistics, synthesis produced 545 cells. The starting DRC count in detailed routing stands at 244.

The final weighted congestion in routability-driven placement stands at a little under 0.8. Per the detail_route log, met2 wirelength is 8010 um. The post-CTS hold buffer count recorded in the log is 0.

The number of clock sinks came to 177. The accumulated negative setup slack stands at 0 ns. The highest supply drop recorded on VDD is 0.000270 V. The clock share of power stands at 0.264. The via count of the routed design stands at 4,543.

The post-synthesis cell type count stands at ~47. In this run the register-to-register setup slack is 2.04 ns. The worst setup path is launched from an input port. The internal power stands at 4.82 mW. The cell area power density stands at 764 mW/mm2. After floorplanning, the core was sized to cover 0.0246 mm2. Among all flip-flop cells after synthesis, the most frequent one is sky130_fd_sc_hd__dfrtp_1.

The worst register-to-register path begins at u_fifo_wptr.u_b2g_cntr.bin[0]$_DFF_PN0_. The data arrival time reported for the critical path is 2.91 ns. In the per-layer breakdown of the detailed-route log, met1 shows 8060 um. The floorplan report gives the top-level pin count as slightly above 40. In this run the worst path has a maximum fanout of 18. The main area contributors are sky130_fd_sc_hd__dfrtp_1, sky130_fd_sc_hd__mux2_2, sky130_fd_sc_hd__a21oi_1. In this run the top signal layer used is met4. The placement report lists the number of port buffers as 39. Of the total power, registers draw 0.401. The final setup skew stands at 0.0148 ns.

The leftover overflow at the end of global routing stands at 0. Per the detail_route report, routed wire per instance is 18.8 um. According to the report, the first pass of detailed routing completed in 6 iterations. From left edge to right edge, the die measures between 150 and 200 um.

The routed length on met3 stands at 1210 um. The final report lists the setup-violating endpoint count as 0. The initial antenna violation count stands at 0. The remaining number of nets flagged by the antenna check after routing stands at 0.
[state kept, by name (all words and copies together) (netlist names)]
register                    flops
u_fifo_dp.mem                 128
u_fifo_dp.rdata                16
u_fifo_rptr.u_b2g_cntr.ptr      4
u_fifo_wptr.u_b2g_cntr.ptr      4
u_rq2_wptr.u_0.q                4
u_rq2_wptr.u_1.q                4
u_wq2_rptr.u_0.q                4
u_wq2_rptr.u_1.q                4
u_fifo_rptr.u_b2g_cntr.bin      3
u_fifo_wptr.u_b2g_cntr.bin      3
u_fifo_dp.rvalid                1
u_fifo_rptr.rempty              1
u_fifo_wptr.wfull               1
[cells by family after synthesis]
family	synth area share
DFF	0.582
muxes	0.227
AOI/OAI and AO/OA	0.0865
and+or+nand+nor	0.0429
buffers and inverters	0.0337
xor gates and xnor gates	0.0207
adders and majority gates	0.00658
[layout by cell type (no fill, tap or decap), drive strengths merged, types with 4 or more instances in the layout]
| cell | synthesis | layout |
|---|---|---|
| dfrtp | 176 | 176 |
| mux2 | 143 | 143 |
| clkdlybuf4s50 | 0 | 37 |
| a21oi | 30 | 30 |
| clkbuf | 4 | 27 |
| nor2b | 18 | 18 |
| buf | 27 | 15 |
| xor2 | 14 | 14 |
| nand2 | 14 | 14 |
| inv | 12 | 12 |
| o21ai | 12 | 12 |
| a22o | 11 | 11 |
| o21bai | 10 | 10 |
| a221o | 10 | 10 |
| o22ai | 10 | 10 |
| mux2i | 8 | 8 |
| clkinv | 1 | 8 |
| nor2 | 5 | 5 |
| xnor2 | 4 | 4 |
| a221oi | 4 | 4 |
| ha | 4 | 4 |
| bufinv | 0 | 4 |
[worst paths after layout]
check                      cells after the start                                 endpoint
setup / recovery                               8           u_fifo_dp.rdata[2]$_DFFE_PN0P_
hold reg to reg                                0            u_wq2_rptr.u_0.q[0]$_DFF_PN0_
setup reg to reg                               4          u_fifo_dp.mem[0][7]$_DFFE_PN0P_
min in group asynchronous                      1          u_fifo_dp.mem[2][8]$_DFFE_PN0P_
max in group asynchronous                      2  u_fifo_wptr.u_b2g_cntr.bin[0]$_DFF_PN0_
max in group clk1                              4          u_fifo_dp.mem[0][7]$_DFFE_PN0P_
hold / removal                                 0            u_wq2_rptr.u_0.q[0]$_DFF_PN0_
min in group clk0                              0            u_rq2_wptr.u_1.q[2]$_DFF_PN0_
[metal layers]
| layer | global-route usage | vias up |
|---|---|---|
| li1 | - | 2067 |
| met1 | 0.218 | 2352 |
| met2 | 0.216 | 109 |
| met3 | 0.0540 | 15 |
| met4 | 0.0163 | 0 |
| met5 | 0 | - |
[per-stage QoR]
step | power [mW] | utilization | setup slack (ns)
floorplan | 4.43 | - | 2.23
global placement | 5.08 | 0.337 | 1.65
detailed placement | 5.13 | 0.337 | 1.64
CTS | 7.02 | 0.370 | 1.90
global route | 7.38 | 0.370 | 1.73
finish | 6.95 | 0.370 | 1.89
[power groups by stage]
| stage | registers (mW) | logic, mW | clock network, mW |
|---|---|---|---|
| CTS | 2.80 | 2.35 | 1.87 |
| global route | 2.89 | 2.55 | 1.94 |
| finish | 2.79 | 2.33 | 1.83 |
[critical path: stages]
cell and delay, ns:
sky130_fd_sc_hd__clkdlybuf4s50_1 0.40, sky130_fd_sc_hd__nand2b_1 0.09, sky130_fd_sc_hd__buf_4 0.28, sky130_fd_sc_hd__clkinv_1 0.14, sky130_fd_sc_hd__buf_4 0.24, sky130_fd_sc_hd__nand2_1 0.47
sky130_fd_sc_hd__o22ai_1 0.19, sky130_fd_sc_hd__a21oi_1 0.17
[area by class of cell]
| cell class | instances | area (um2) |
|---|---|---|
| clock inverters | 13 | 178 |
| clock buffers | 27 | 619 |
| flip-flops and latches | 177 | 4430 |
| multi-input cells | 324 | 2920 |
| fillers | 2284 | 15500 |
| well taps | 324 | 405 |
| inverters | 13 | 48.8 |
| repair buffers | 52 | 497 |
Power and IR drop assume default switching activity.
