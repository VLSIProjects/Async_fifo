[/design/flow/constraint.sdc]
current_design async_fifo

set clk_period 3.0
set clk_io_pct 0.2

create_clock -name clk0 -period $clk_period [get_ports {rclk}]
create_clock -name clk1 -period $clk_period [get_ports {wclk}]

set non_clock_inputs [all_inputs -no_clocks]
set_input_delay [expr $clk_period * $clk_io_pct] -clock clk0 $non_clock_inputs
set_output_delay [expr $clk_period * $clk_io_pct] -clock clk0 [all_outputs]
[/design/flow/config.mk]
export PLATFORM = sky130hd
export DESIGN_NAME = async_fifo
export DESIGN_NICKNAME = async_fifo
export VERILOG_FILES = /design/flow/design.v
export SDC_FILE = /design/flow/constraint.sdc
export NUM_CORES = 4
export LEC_CHECK = 1
export CORE_UTILIZATION = 50
[/design/flow/run.sh]
#!/bin/bash
# OpenROAD 26Q1-2900-gdf79404cd8, Yosys 0.63+post, stock flow scripts
make -C /OpenROAD-flow-scripts/flow DESIGN_CONFIG=/design/flow/config.mk WORK_HOME=/design/flow/orfs finish
[/design/flow/design.v]
`timescale 1ns / 1ps
module async_fifo #(parameter n=4)(
input logic [7:0]wdata,
input logic winc,rinc,
input logic wclk,rclk,
input logic wrst_n,rrst_n,
output logic wenable,renable,
output logic [7:0]rdata
 );
logic [n-1:0] wptr;
logic [n-2:0] waddr;
logic [n-1:0] rptr;
logic [n-2:0] raddr;
logic [n-1:0] rq2wptr;
logic [n-1:0] wq2rptr;
write_pointer u_write_pointer(
.winc(winc),
.wq2rptr(wq2rptr),
.wclk(wclk),
.wrst_n(wrst_n),
.wptr(wptr),
.waddr(waddr),
.wenable(wenable)
);
read_pointer u_read_pinter(
.rinc(rinc),
.rq2wptr(rq2wptr),
.rclk(rclk),
.rrst_n(rrst_n),
.rptr(rptr),
.raddr(raddr),
.renable(renable)
);
memory u_dual_port_ram(
.waddr(waddr),
.raddr(raddr),
.data_in(wdata),
.wclk(wclk),
.rclk(rclk), 
.wenable(wenable),
.renable(renable),
.data_out(rdata)
);
synchroniser r_synchroniser(
.din(wptr),
.clk(rclk),
.rst_n(rrst_n),
.q1(rq2wptr)
);
synchroniser w_synchroniser(
.din(rptr),
.clk(wclk),
.rst_n(wrst_n),
.q1(wq2rptr)
);
endmodule
`timescale 1ns / 1ps
module grey_counter #(parameter n = 4)(
input logic clk,rst_n,
input logic inc,flag,  
output logic [(n-1):0] ptr,
output logic [(n-1):0] address,
output logic enable
);
logic [n-1:0]bnext; 
logic [n-1:0]gnext;  
assign enable = inc & !(flag);
assign bnext = address + enable;
always_ff @(posedge clk,negedge rst_n)
 begin
  if (!rst_n)
   address <=0;
  else 
   address <= bnext;
 end
assign gnext[n-1] = bnext[n-1];
genvar i;
generate 
    begin
        for (i=1;i<n;i++)
            assign gnext[n-1-i] = bnext[n-i] ^ bnext[n-1-i];
    end
endgenerate
always_ff @(posedge clk,negedge rst_n)
 begin
  if (!rst_n)
   ptr <=0;
  else 
   ptr <= gnext;
 end
endmodule
`timescale 1ns / 1ps
module memory #(parameter n = 4)(
input logic [n-2:0] waddr,
input logic [n-2:0] raddr,
input logic [7:0] data_in,
input logic wclk,rclk, wenable,renable,
output logic [7:0] data_out );
logic [7:0] mem [7:0];
always_ff @(posedge wclk)
begin
    if (wenable)
        mem[waddr] <= data_in;
end
always_ff @(posedge rclk)
begin
    if (renable)
        data_out<=mem[raddr];
end
endmodule
`timescale 1ns / 1ps
module read_pointer #(parameter n=4)(
input logic rclk,rrst_n,
input logic rinc,
input logic [n-1:0] rq2wptr,
output logic [n-1:0] rptr,
output logic [n-2:0] raddr,
output logic renable);
logic rempty;
logic [n-1:0]raddress;
grey_counter write_grey_counter (
.clk(rclk),
.rst_n(rrst_n),
.inc(rinc),
.flag(rempty),
.ptr(rptr),
.address(raddress),
.enable(renable));
assign rempty = (rptr == rq2wptr);
assign raddr = raddress [n-2:0];
endmodule
`timescale 1ns / 1ps
module synchroniser #(parameter n=4)(
input logic [n-1:0] din,
input logic clk,rst_n,
output logic [n-1:0]q1
    );
logic [n-1:0] q0;
always_ff @(posedge clk, negedge rst_n)
    begin
        if(!rst_n)
            begin
            q0<=0;
            q1<=0;
            end
        else
            begin
            q0<=din;
            q1<=q0;
            end
    end
endmodule
`timescale 1ns / 1ps
module write_pointer #(parameter n=4)(
input logic winc,
input logic [n-1:0]wq2rptr,
input logic wclk,
input logic wrst_n,
output logic [n-1:0]wptr,
output logic [n-2:0]waddr,
output logic wenable);
logic wfull;
logic [n-1:0] waddress_o;
grey_counter #(.n(4)) write_grey_counter 
(
.clk(wclk),
.rst_n(wrst_n),
.inc(winc),
.flag(wfull),
.ptr(wptr),
.address(waddress_o),
.enable(wenable));
assign wfull = ((wptr[n-1] != wq2rptr [n-1]) && (wptr[n-2] != wq2rptr [n-2]) &&
                 (wptr[n-3:0] == wq2rptr [n-3:0]));
assign waddr = waddress_o [n-2:0];
endmodule
==> run summary <==
Item: results of the latest flow run.

- The via-per-instance ratio is between 5 and 6.
- The worst setup path is launched from a register.
- The number of buffers and inverters on the critical path is 1.
- The transition at the pin with the smallest max-transition slack is just under 0.8 ns.
- Hold analysis lists the worst path endpoint as w_synchroniser.q0[1].
- For reference, the critical path cell chain is xnor2_1, nor4_4, nor2b_1, clkdlybuf4s50_1.
- The number of synthesis warnings is 4.
- The final non-filler cell total is 322.
- The setup TNS is 0 ns.
- According to the floorplan log, the row count is 31.
- The total of max-cap violations is 0.
- The die height is about 90 um.
- The final route contains 1692 vias.
- Setup repair after global routing left no endpoint under its margin.
- The final-report max-slew violation count is 0.
- The worst endpoint required time is approximately 2.4 ns.
- After detailed routing, the number of remaining DRC violations is 0.
- The clock input transition at the sequential cells of the worst setup and hold paths is about 0.080 ns.
- The run finished with clean final reports.
- The power density relative to cell area is 971.9 nW/um^2.
- The pin count of the biggest net entering global routing is 20.
- The met3 track demand over resource in global routing is 7.491%.
- The synthesized netlist contains 21 unique library cells.
- Per the GRT congestion report, total overflow comes to 0.
- The tightest hold path in the finished design has a slack of 0.3376 ns.
- The post-CTS setup-driven buffer insertion count is 0.
- For this run, the final setup violation count is recorded as 0.
- met2 track demand over resource after global routing is about 28%.
- In the floorplan report the effective utilization is 52.26%.
- The total cell area at the placement stage is 4210 um^2.
- For this run, the register share of the synthesized area comes to between 70% and 80%.
- The number of primary I/O pins is 24.
- According to the floorplan report, the placeable core area is between 7000 and 8000 um^2.
- The detailed router reported a total wirelength of between 6000 and 7000 um.
- The hold buffer count at CTS is 0.
- The setup check on the worst reg-to-reg path leaves a slack of about 0.73 ns.
- The via count of the first global-routing pass is ~1.8k.
- Global routing consumed, over all layers together, between 10% and 20% of the routing resources.
- The worst setup skew after layout is 0.008899 ns.
- The first global-routing pass estimated 9466 um of wire.
- The area recorded from the Yosys report for this design is 3831 um^2.
- For this run, the slowest stage of the critical path takes about 0.54 ns.
- The report shows a maximum critical-path fanout of 9.
- The number of DRC violations after detailed-routing iteration 0 is ~83.
- The number of nets still failing antenna checks after routing is 0.
- Port buffering added 22 buffers.
- The final hold violation count recorded for this run is 0.
- The end of the worst register-to-register path is u_write_pointer.write_grey_counter.ptr[1].
- The analysis attributes to cell leakage a power of around 0.0016 uW.
- The clock tree has to reach between 100 and 150 sinks.
- The start point of the worst hold path is u_read_pinter.write_grey_counter.ptr[1].
- The signed area change from the synthesized netlist to the final layout is 16.30%.
- A synthesized cell averages between 20 and 25 um^2.
- The cell count listed in synth_stat.txt is between 150 and 200.
- In the final layout, the share of cells above drive strength 1 is between 10% and 20%.
- The finished cells cover approximately 4500 um^2.
- Once detailed placement completed, the half-perimeter wirelength came to 3779 um.
- In this run the critical register-to-register path is launched from u_write_pointer.write_grey_counter.ptr[3].
- After synthesis the netlist holds a flip-flop and latch count of just over 100.
- Antenna repair during routing inserted a diode count of 0.
- Measured against its own limit, the worst slew margin works out to around half.
- The post-cts repair resize count is 0.
- TritonCTS built the clock tree.
- In the log, the iteration count for the first detailed-route pass is 4.
- For this sky-water flow run, the detailed-routed wirelength per cell is reported as ~19 um.
- The total standard cell area after synthesis is between 3000 and 4000 um^2.
- The maximum vdd ir drop is 0.3682 mV.
- The data arrival time reported for the critical path is between 2 and 2.5 ns.
- Per the OpenROAD floorplan log, the width of the die is about 90 um.
- met1 track demand over resource after global routing is between 30 and 40%.
- The report puts the cell count of the worst reg-to-reg path at 7.
- The largest delay contributor family on the critical path is simple AND/OR/NAND/NOR gates.
- The kind of capture point of the worst setup path is an output port.
- For reference, the critical path is launched at u_write_pointer.write_grey_counter.ptr[3].
- The global routing stage identified its most utilized layer as met1.
- The number of instances in the synthesized netlist is 178.
- The placer's final routability congestion estimate is around 0.75.
- The cell count after placement is 302.
- The class of the most critical hold timing path is register to register.
- The die covers around 8000 um^2.
- The number of antenna violations at the first check in global routing was 0.
- The cell type of the slowest stage on the worst timing path is sky130_fd_sc_hd__nor4_4.
- The worst hold path was traced through 0 stages.
- OpenROAD emitted warnings numbering 26.
- The start-to-end type of the worst setup path is register to output port.
## cells in the mapped netlist, drive strengths merged
library cell / number / area, um^2
mux4: 16 / 416.7
mux2: 8 / 90.09
clkbuf: 3 / 11.26
buf: 4 / 41.29
nor4b: 2 / 17.52
ha: 4 / 50.05
nor2b: 1 / 6.260
xor2: 14 / 122.6
nand2: 6 / 22.52
nor3: 4 / 20.02
xnor2: 6 / 52.55
dfrtp: 30 / 750.7
nand3: 2 / 10.01
edfxtp: 72 / 2162
o41a: 1 / 11.26
nand2b: 2 / 12.51
nor4: 3 / 33.78
## metal layers
metal / vias to the layer above / wire length, um
met4: 0 / 105
met3: 11 / 388
met2: 48 / 2902
met1: 849 / 2713
met5: - / 0
li1: 784 / -
## worst register-to-register path: cells and delay by family, from the launching register on
family,cells,cell delay [ns]
xor+xnor,3,0.58
fa+ha+maj,2,0.48
flops,1,0.44
simple gates,2,0.70
## state kept, by name, summed over array words and instances, names as in the netlist
name,cells
r_synchroniser.q0,4
r_synchroniser.q1,4
u_dual_port_ram.data_out,8
u_dual_port_ram.mem,64
u_read_pinter.write_grey_counter.address,3
u_read_pinter.write_grey_counter.ptr,4
u_write_pointer.write_grey_counter.address,3
u_write_pointer.write_grey_counter.ptr,4
w_synchroniser.q0,4
w_synchroniser.q1,4
## layout by cell type, fill, tap and decap left out, drive strengths merged
cell type       n
clkinvlp        3
xnor2           6
clkbuf         13
nor2b           1
nor4b           2
nor3            4
mux2            8
clkinv          1
nor4            3
o41a            1
nand3           2
xor2           14
nand2           6
mux4           16
clkdlybuf4s50  22
inv             2
dfrtp          30
bufinv          1
buf            10
nand2b          2
ha              4
edfxtp         72
## cell type report
cell class,instances,area [um^2]
Tap cell,99,123.9
Sequential cell,102,2913
Timing Repair Buffer,32,295.3
Multi-Input combinational cell,69,878.3
Clock buffer,13,168.9
Fill cell,520,2875
Clock inverter,7,76.32
## worst max-delay path by stage
| stage | to | depth (start not counted) |
|---|---|---|
| 4_1_cts | wenable | 4 |
| 5_1_grt | wenable | 4 |
| 6_report | wenable | 4 |
## power breakdown
group          switching (uW)  internal [uW]  total [uW]
sequential                254           1970        2220
clock                     492            483         975
combinational             488            647        1140
## per-stage QoR
| step | util [%] | setup slack, ns | total power, uW |
|---|---|---|---|
| after global routing | 60.78 | 0.1731 | 4585 |
| after global placement | 57.43 | 0.6430 | 3378 |
| after floorplan | - | 0.8451 | 3006 |
| after detailed placement | 57.43 | 0.5784 | 3415 |
| final | 60.78 | 0.3044 | 4330 |
| after CTS | 60.78 | 0.2910 | 4394 |
## kinds of logic (layout without fill, tap and decap cells)
kind of cell	count (synthesis)	count (layout)	synth area share [%]
flops	102	102	76.03
compound gates	1	1	0.2939
buf+inv	7	52	1.372
simple gates	20	20	3.201
xor+xnor	20	20	4.572
fa+ha+maj	4	4	1.306
mux	24	24	13.23
Power and IR drop assume default switching activity.
